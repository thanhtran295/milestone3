File: config.mk
export PLATFORM = sky130hd
export DESIGN_NAME = regfile
export DESIGN_NICKNAME = regfile
export VERILOG_FILES = /design/flow/design.v
export SDC_FILE = /design/flow/constraint.sdc
export NUM_CORES = 4
export LEC_CHECK = 1
export CORE_UTILIZATION = 30
File: run.sh
#!/bin/bash
# OpenROAD 26Q1-2900-gdf79404cd8, Yosys 0.63+post, stock flow scripts
make -C /OpenROAD-flow-scripts/flow DESIGN_CONFIG=/design/flow/config.mk WORK_HOME=/design/flow/orfs finish
File: design.v
module regfile (
    input                       i_clk, 
    input                       i_reset,
    input         [4:0]         i_rs1_addr, 
    input         [4:0]         i_rs2_addr, 
    output logic  [31:0]        o_rs1_data, 
    output logic  [31:0]        o_rs2_data, 
    input         [4:0]         i_rd_addr, 
    input         [31:0]        i_rd_data,
    input                       i_rd_wren
);
    logic [31:0]  reg_mem [0:31]; 
    always_ff @(posedge i_clk, posedge i_reset)begin 
        if (i_reset) begin 
            for (int i=0; i<32; i++) begin 
                reg_mem[i] <= 32'd0;
            end
        end 
        else begin 
            if (i_rd_wren) begin 
                reg_mem[i_rd_addr] <= i_rd_data;
            end 
        end 
    end 
     always_comb begin 
        if (i_rd_wren && (i_rs1_addr==i_rd_addr) && (i_rs1_addr!=0)) begin
            o_rs1_data = i_rd_data;
        end 
        else begin 
            o_rs1_data = (i_rs1_addr == 5'd0) ? 32'd0 : reg_mem[i_rs1_addr];
        end 
     end
    always_comb begin 
        if (i_rd_wren && (i_rs2_addr==i_rd_addr) && (i_rs2_addr!=0)) begin
            o_rs2_data = i_rd_data;
        end 
        else begin 
            o_rs2_data = (i_rs2_addr == 5'd0) ? 32'd0 : reg_mem[i_rs2_addr];
        end 
     end
endmodule
File: constraint.sdc
current_design regfile

set clk_period 12.5
set clk_io_pct 0.2

create_clock -name clk0 -period $clk_period [get_ports {i_clk}]

set non_clock_inputs [all_inputs -no_clocks]
set_input_delay [expr $clk_period * $clk_io_pct] -clock clk0 $non_clock_inputs
set_output_delay [expr $clk_period * $clk_io_pct] -clock clk0 [all_outputs]
==> impl_metrics.py <==
# Auto-generated metrics
metrics = {
    "logic_synthesis": {
        "ys_seq_share": 0.479,
        "async_reset_ff_frac": 1.00,
        "netlist_area_sq_mm": 0.0518,
        "enable_flop_cells": 0,
        "ys_cells": 4557,
        "synthesis.instances": 4557,
        "yosys.area.top_type_share": 0.479,
        "ff_type": "dfrtp_1",
        "synthTopCellsByArea": "dfrtp_1 (48%), mux2_2 (21%), a22oi_1 (8.4%)",
        "ys_chip_area_sq_mm": 0.0518,
        "yosysUniqueCellTypes": 79,
        "yosys_warnings": 2,
        "syn_area_per_cell_sq_um": 11.4,
        "yosysTopAreaCell": "dfrtp_1",
        "synth_flops": 992,
    },
    "global_route": {
        "grt_max_degree": 121,
        "grt.overflow.total": 0,
        "grt_pass1_wl_microns": 409000,
        "track_usage": 0.355,
        "grt_antenna_before_repair": 37,
        "grt_pass1_vias": 45900,
    },
    "min_path": {
        "hp-class": "reg2reg",
    },
    "power_and_ir_drop": {
        "power_mw": 9.41,
        "power_frac_comb": 0.150,
        "power.share.sequential": 0.477,
        "p_leak_nw": 26.6,
        "ir_drop_v": 0.000128,
        "internal_power_mw": 6.58,
        "power.switching_mw": 2.83,
        "pwr-share-clk": 0.373,
        "power_density_mw_per_mm2": 156,
        "switching_share": 0.301,
    },
    "setup_path": {
        "crit_top_cell": "buf_4",
        "crit_path_start": "i_rs1_addr[4]",
        "crit_path_max_fanout": 36,
        "critPathCapture": "o_rs1_data[19]",
        "rrSetupSlack_ns": 11.57,
        "critPathLaunchType": "primary input",
        "end_kind": "output port",
        "worstSetupPathType": "in2out",
        "slowest_delay_ns": 0.93,
        "r2r-start": "reg_mem[27][31]",
        "critPathArrivalTime_ns": 7.16,
        "reg2reg_to": "reg_mem[27][31]",
        "ff2ff_path_depth": 1,
        "worst_path_max_delay_cell": "nor2_4",
        "critPathRequiredTime_ns": 10.00,
        "crit_chain": "buf_2, buf_4, nand2b_1, nor2_4, buf_4, a22oi_1, nand4_1, nor4_1, o21ai_0, clkdlybuf4s50_1",
    },
    "detailed_routing": {
        "viasPerCell": 6.74,
        "drtIter0Drc": 6436,
        "wl_microns": 302000,
        "firstDrtPassIters": 10,
        "drc": 0,
        "vias": 47000,
        "antenna_left": 0,
        "routedWlPerCell_microns": 43.3,
    },
    "sta": {
        "tightest_slew_ns": 1.18,
        "slew_violations": 0,
        "period_used_share": 0.773,
        "rsz0062_at_grt": "false",
        "hold_viol_final": 0,
        "finalSetupViolCount": 0,
        "finalCriticalPeriod_ns": 9.66,
        "slew_headroom": 0.206,
        "fin_hold_ws_ns": 0.520,
        "max_freq_mhz": 104,
        "finClkSkew_ns": 0,
    },
    "cts": {
        "cts.reportedPaths.clkPinSlew_ns": 0.06,
        "root_buffer": "clkbuf_16",
        "ctsResizeCount": 0,
        "clock_latency_ns": 0.78,
        "cts.htree.levels": 3,
        "cts_tree": "built",
        "cts_hold_buf": 0,
        "post_cts_buffers": 0,
        "cts_num_sinks": 992,
        "cts_buffer_depth": 3,
        "cts_made_buffers": 108,
    },
    "floorplanning": {
        "die_x_microns": 417,
        "die_y_microns": 417,
        "core-area_sq_mm": 0.172,
        "fp_util": 0.302,
        "io_pins": 114,
        "chip_area_sq_mm": 0.174,
        "num_rows": 152,
    },
    "layout": {
        "regMostFlops": "reg_mem",
        "largest_register_ffs": 992,
        "logic_area_sq_mm": 0.0256,
        "fillerInstances": 16900,
        "drive_gt1_frac": 0.337,
        "flop_area_sq_mm": 0.0248,
        "final_cell_mix": "dfrtp_1 (992), mux2_2 (987), a22oi_1 (579)",
        "syn2layout_area_growth_pct": 16.2,
        "largestRegisters": "reg_mem: 992 flops",
        "lay_top_count": "dfrtp_1",
    },
    "place": {
        "io_buffers": 113,
        "gp_congestion": 1.04,
        "dp_hpwl_microns": 185000,
    },
    "run": {
        "maxCapViolCount": 0,
        "log.warning_count": 46,
    },
    "run_status": {
        "outcome": "complete, no violations",
    },
}
==> how the worst min path moves through the flow <==
| stage | startpoint | end | slack, ns | cells past startpoint |
|---|---|---|---|---|
| 4_1_cts | reg_mem[24][17] | reg_mem[24][17] | 0.52 | 1 |
| 5_1_grt | reg_mem[3][19] | reg_mem[3][19] | 0.53 | 1 |
| 6_report | reg_mem[1][15] | reg_mem[1][15] | 0.52 | 1 |
==> worst max-delay path: cells and delay by family <==
kind	cells	cell delay, ns
buffers and inverters	4	2.23
and+or+nand+nor	4	1.81
AOI/OAI and AO/OA	2	0.56
==> synth_stat cells, types with 55 or more instances <==
| library cell | number |
|---|---|
| buf_2 | 104 |
| buf_1 | 55 |
| o21ai_0 | 75 |
| clkbuf_1 | 275 |
| and3_1 | 382 |
| nor2_1 | 91 |
| a22oi_1 | 579 |
| dfrtp_1 | 992 |
| nand2_1 | 171 |
| a21oi_1 | 57 |
| nand3_1 | 105 |
| nand4_1 | 122 |
| mux2_2 | 987 |
| nor4_1 | 56 |
| a2111oi_0 | 107 |
==> per-layer routing <==
layer | wire length (microns) | part of all wire | GRT usage | vias up
met3 | 45300 | 0.15 | 0.197 | 1529
met2 | 121000 | 0.40 | 0.477 | 4115
li1 | - | - | - | 17600
met1 | 108000 | 0.36 | 0.438 | 23800
met5 | 327 | 0.0011 | 0.00667 | -
met4 | 27500 | 0.091 | 0.233 | 29
==> kinds of logic (layout without fill, tap and decap cells) <==
logic type | after synthesis | in the layout | share of synthesized area
multiplexers | 1005 | 1005 | 0.218
buffers and inverters | 472 | 555 | 0.0394
AND/OR/NAND/NOR | 1100 | 1100 | 0.121
AND-OR/OR-AND | 980 | 980 | 0.140
XOR/XNOR | 8 | 8 | 0.00135
flip-flops | 992 | 992 | 0.479
other | 0 | 35 | 0
==> area by class of cell <==
class                   count  share of cell area
multi-input cells        3093               0.426
repair buffers            356              0.0493
diodes                     35             0.00146
well taps                2310              0.0481
inverters                   5            0.000374
clock inverters            47              0.0119
flip-flops and latches    992               0.413
clock buffers             147              0.0506
==> metrics by stage <==
step / util / cell area (sq um) / TNS (ns) / setup WS [ns] / std cells
floorplan: - / 51800 / -3637.01 / -3.67 / 4557
CTS: 0.350 / 60100 / 0 / 3.10 / 6950
global placement: 0.328 / 56300 / 0 / 3.14 / 6756
global route: 0.350 / 60100 / 0 / 2.95 / 6953
detailed placement: 0.328 / 56300 / 0 / 3.10 / 6756
finish: 0.351 / 60100 / 0 / 2.84 / 6985
==> power groups by stage <==
stage                 clock network [mW]  registers, mW  logic (mW)
after CTS                           3.52           4.45        1.39
after global routing                3.63           4.54        1.49
final                               3.51           4.49        1.41
Power is estimated from default activity; no workload was simulated.
