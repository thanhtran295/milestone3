--- design/flow/run.sh ---
#!/bin/bash
# OpenROAD 26Q1-2900-gdf79404cd8, Yosys 0.63+post, stock flow scripts
make -C /OpenROAD-flow-scripts/flow DESIGN_CONFIG=/design/flow/config.mk WORK_HOME=/design/flow/orfs finish
--- design/flow/config.mk ---
export PLATFORM = sky130hd
export DESIGN_NAME = alu
export DESIGN_NICKNAME = alu
export VERILOG_FILES = /design/flow/design.v
export SDC_FILE = /design/flow/constraint.sdc
export NUM_CORES = 4
export LEC_CHECK = 1
export CORE_UTILIZATION = 50
--- design/flow/constraint.sdc ---
current_design alu

set clk_period 24.9
set clk_io_pct 0.2

create_clock -name clk0 -period $clk_period

set non_clock_inputs [all_inputs -no_clocks]
set_input_delay [expr $clk_period * $clk_io_pct] -clock clk0 $non_clock_inputs
set_output_delay [expr $clk_period * $clk_io_pct] -clock clk0 [all_outputs]
--- design/flow/design.v ---
module adder (
    input  [31:0] op_a,
    input  [31:0] op_b,
    input         cin ,
    output        cout,
    output [31:0] sum
);
logic [31:0]  cout_tmp; 
full_adder fa_0 (
    .a(op_a[0]), 
    .b(op_b[0]),
    .cin(cin),
    .cout(cout_tmp[0]),
    .sum(sum[0])
); 
genvar i; 
generate 
  for (i = 1; i < 32; i++) begin : fa
    full_adder fa_i (
        .a(op_a[i]), 
        .b(op_b[i]),
        .cin(cout_tmp[i-1]),
        .cout(cout_tmp[i]),
        .sum(sum[i])
    ); 
  end 
endgenerate 
assign cout = cout_tmp[31]; 
endmodule 
module alu (
    input  logic [31:0] i_operand_a,  
    input  logic [31:0] i_operand_b,  
    input  logic [3:0]  i_alu_op,     
    output logic [31:0] o_alu_data    
);
localparam logic [3:0] ADD  = 4'b0000;
localparam logic [3:0] SUB  = 4'b0001;
localparam logic [3:0] SLT  = 4'b0010;
localparam logic [3:0] SLTU = 4'b0011;
localparam logic [3:0] XOR  = 4'b0100;
localparam logic [3:0] OR   = 4'b0101;
localparam logic [3:0] AND  = 4'b0110;
localparam logic [3:0] SLL  = 4'b0111;
localparam logic [3:0] SRL  = 4'b1000;
localparam logic [3:0] SRA  = 4'b1001;
logic [31:0] b_path; 
logic  cin_path; 
logic [31:0] b_path_4op; 
logic cin_path_4op; 
logic [31:0] sum_path; 
logic [31:0] shrl_path; 
logic [31:0] shll_path; 
logic [31:0] shra_path; 
logic cout_path; 
logic sel_path; 
logic signA, signB, signDiff, overflow, res;
assign sel_path = (~i_alu_op[3]) & (~i_alu_op[2]) & (i_alu_op[1] | i_alu_op[0]);  
assign b_path     = sel_path ? (~i_operand_b) : i_operand_b; 
assign cin_path   = sel_path; 
adder adder_0 (
    .op_a(i_operand_a),
    .op_b(b_path),
    .cin(cin_path),
    .sum(sum_path),
    .cout(cout_path)
);
shifter_right_logic shrl0 (
    .a_in(i_operand_a),
    .shamt(i_operand_b[4:0]),
    .a_out(shrl_path)
);
shifter_left shll0 (
    .a_in(i_operand_a),
    .shamt(i_operand_b[4:0]),
    .a_out(shll_path)
);
shifter_right_arth shra0 (
    .a_in(i_operand_a),
    .shamt(i_operand_b[4:0]),
    .a_out(shra_path)
);
always_comb begin
    signA =0; 
	 signB=0; 
	 signDiff = 0;
	 overflow = 0; 
	 res = 0;
    case (i_alu_op)
    ADD: begin
        o_alu_data = sum_path[31:0];
    end
    SUB: begin
        o_alu_data = sum_path[31:0];
    end
    SLT: begin
    signA = i_operand_a[31]; 
    signB = i_operand_b[31];
    signDiff = sum_path[31]; 
    overflow = (signA ^ signB) & (signDiff ^ signA);  
    res = signDiff ^ overflow;
    o_alu_data = {31'h0, res};
    end
    SLTU: begin
    o_alu_data = {31'b0, ~cout_path};
    end
    XOR: begin
        o_alu_data = i_operand_a ^ i_operand_b;
    end
    OR: begin
        o_alu_data = i_operand_a | i_operand_b;
    end
    AND: begin
        o_alu_data = i_operand_a & i_operand_b;
    end
    SLL: begin
        o_alu_data = shll_path;
    end
    SRL: begin
        o_alu_data = shrl_path;
    end
    SRA: begin
        o_alu_data = shra_path;
    end
    default: begin
        o_alu_data = sum_path[31:0];
    end
    endcase
end
endmodule
module full_adder (
    input a,
    input b,
    input cin, 
    output sum,
    output cout
); 
assign sum = a ^ b ^ cin;
assign cout = (a&b) | ((a^b) & cin);
endmodule 
module shifter_right_arth (
    input [31:0] a_in,
    input [4:0] shamt,
    output [31:0] a_out
); 
logic [31:0] a_right_1b; 
logic [31:0] a_right_2b; 
logic [31:0] a_right_4b; 
logic [31:0] a_right_8b; 
logic [31:0] a_right_16b;
assign a_right_1b = shamt[0] ? {a_in[31],a_in[31:1]} : a_in;
assign a_right_2b = shamt[1] ? {{2{a_right_1b[31]}}, a_right_1b[31:2]} : a_right_1b;
assign a_right_4b = shamt[2] ? {{4{a_right_2b[31]}}, a_right_2b[31:4]} : a_right_2b;
assign a_right_8b = shamt[3] ? {{8{a_right_4b[31]}}, a_right_4b[31:8]} : a_right_4b;
assign a_right_16b = shamt[4] ? {{16{a_right_8b[31]}}, a_right_8b[31:16]} : a_right_8b;
assign a_out = a_right_16b;
endmodule 
module shifter_left (
    input [31:0] a_in,
    input [4:0] shamt,
    output [31:0] a_out
); 
logic [31:0] a_left_1b; 
logic [31:0] a_left_2b; 
logic [31:0] a_left_4b; 
logic [31:0] a_left_8b; 
logic [31:0] a_left_16b;
assign a_left_1b = shamt[0] ? {a_in[30:0], 1'b0} : a_in;
assign a_left_2b = shamt[1] ? {a_left_1b[29:0], 2'b0} : a_left_1b;
assign a_left_4b = shamt[2] ? {a_left_2b[27:0], 4'b0} : a_left_2b;
assign a_left_8b = shamt[3] ? {a_left_4b[23:0], 8'b0} : a_left_4b;
assign a_left_16b = shamt[4] ? {a_left_8b[15:0], 16'b0} : a_left_8b;
assign a_out = a_left_16b;
endmodule 
module shifter_right_logic (
    input [31:0] a_in,
    input [4:0] shamt,
    output [31:0] a_out
); 
logic [31:0] a_right_1b; 
logic [31:0] a_right_2b; 
logic [31:0] a_right_4b; 
logic [31:0] a_right_8b; 
logic [31:0] a_right_16b;
assign a_right_1b = shamt[0] ? {1'b0,a_in[31:1]} : a_in;
assign a_right_2b = shamt[1] ? {2'b0, a_right_1b[31:2]} : a_right_1b;
assign a_right_4b = shamt[2] ? {4'b0, a_right_2b[31:4]} : a_right_2b;
assign a_right_8b = shamt[3] ? {8'b0, a_right_4b[31:8]} : a_right_4b;
assign a_right_16b = shamt[4] ? {16'b0, a_right_8b[31:16]} : a_right_8b;
assign a_out = a_right_16b;
endmodule 
==> results.ini <==
[status]
status = finished, final reports clean

[sta]
finalHoldViolCount = 0
relSlewSlack_pct = 32.43
tightest_slew_ns = 1.014
rsz0062_at_grt = false
fin_crit_ns = 24.36
setup_viol = 0
period_used_pct = 97.83
slew_violations = 0
fin_ws_ns = 0.5402
fmax_mhz = 41.05

[min_path]
worstHoldStart = i_operand_b[1]
min_to = o_alu_data[1]
hold-path-cell-count = 5
min_path_type = primary input to output pin

[power_and_ir_drop]
pwr_density_cell_nw_per_um2 = 23.62
p_seq_share_pct = 0
p_sw_share_pct = 51.98
pwr-share-clk_pct = 0
p_int_w = 0.00009417
p_leak_nw = 3.274
pwr-share-comb_pct = 100.0
p_switching_w = 0.0001019
ir_worst_vdd_uv = 12.30

[worst_setup_path]
crit_arrival_ns = 19.38
critPathRequiredTime_ns = 19.92
path_buffers = 3
worstPathMaxFanout = 3
cp_slowest_cell = fa_1
end_kind = output pin
crit_type = primary input to output pin
cp-start-kind = primary input
max_stage_delay_ns = 0.53
critPathTopFamily = adder cells
crit_top_cell = fa_2

[global_routing]
antenna_found_initial = 0
overflow = 0
grt_pass1_wl_mm = 45.84
grt_max_degree = 58
grt_pass1_vias = 7543
grt_usage_pct = 43.85

[finish]
nClkBuffers = 0
lay_top_count = clkdlybuf4s50_1
stdcell_area_um2 = 8304
num-fill-cells = 1187
ff_count = 0
seq_area_um2 = 0
layout_top_cells = clkdlybuf4s50_1 (95), nand2_1 (68), ha_1 (65)
synthToLayoutAreaGrowth_pct = 15.53
drive_gt1_share_pct = 19.37
combGateArea_um2 = 6571

[drt]
final_antenna_net_count = 0
firstDrtPassIters = 5
wl_per_cell_um = 28.46
vias = 7633
wirelength_mm = 30.40
drtIter0Drc = 712
viasPerCell = 7.147
diodes = 0
drc = 0

[die]
die_h_um = 121.9
pin_count = 100
die_width_um = 121.9
fp_util_pct = 51.58
chipArea_um2 = 14860
rows = 43
coreArea_um2 = 13930

[synth]
syn-cell-area_um2 = 7188
ys_chip_area_um2 = 7188
topCellsByArea = mux4_2 (19%), ha_1 (11%), mux2i_1 (8.9%)
yosysCellCount = 835
synth_area_leader_cell = mux4_2
yosysWarningCount = 1
synth_top_area_share_pct = 18.80
ys_seq_share_pct = 0
syn_inst = 835
ys_types = 84
avgSynthCellArea_um2 = 8.609

[job]
drv_cap = 0
tool_warnings = 66

[place]
dpl.hpwl_mm = 22.58
placed_area_um2 = 8229
io_buffers = 100
gp_congestion = 1.017
pre_cts_ws_ns = -1.055

-- kinds of logic (layout without fill, tap and decap cells) --
| family | Yosys count | count (layout) | share of synthesized area (%) |
|---|---|---|---|
| XOR/XNOR | 33 | 33 | 4.021 |
| adder cells (fa/ha/maj) | 96 | 96 | 19.95 |
| multiplexers | 149 | 149 | 31.68 |
| AND-OR/OR-AND | 226 | 226 | 22.32 |
| buffers and inverters | 151 | 204 | 9.782 |
| AND/OR/NAND/NOR | 180 | 180 | 12.25 |
-- timing repair --
item                                   4_1_cts  5_1_grt
pin swaps                                    2        1
setup buffers                                1        0
setup endpoints to repair                    2        1
resized                                     19        8
hold buffers                                 0        0
endpoints found under the hold margin        0        0
-- layer usage --
layer / GRT usage, % / share of wire, % / vias up / wire length, um
li1: - / - / 3275 / -
met5: 0 / 0 / - / 0
met2: 66.24 / 45 / 624 / 13580
met3: 15.55 / 14 / 119 / 4184
met1: 57.04 / 35 / 3615 / 10780
met4: 20.76 / 6.1 / 0 / 1846
-- power groups by stage --
stage | clock (W) | sequential [W] | combinational [W]
after CTS | 0 | 0 | 0.000192
after global routing | 0 | 0 | 0.000211
final | 0 | 0 | 0.000196
-- metrics by stage --
step | instances | hold WS [ns] | TNS (ns) | utilization, % | power (W)
floorplan | 835 | 10.23 | 0 | - | 0.0001108
global placement | 1067 | 10.84 | -1.218 | 59.06 | 0.0001868
detailed placement | 1067 | 10.85 | -1.571 | 59.06 | 0.0001883
CTS | 1068 | 10.87 | 0 | 59.45 | 0.0001921
global route | 1068 | 10.91 | 0 | 59.59 | 0.0002108
finish | 1068 | 10.89 | 0 | 59.59 | 0.0001961
-- worst min-delay path: cells and delay by family --
| kind | cells | cell delay, ns |
|---|---|---|
| buffers and inverters | 2 | 0.51 |
| adder cells (fa/ha/maj) | 1 | 0.22 |
| XOR/XNOR | 1 | 0.14 |
| AND-OR/OR-AND | 1 | 0.07 |
-- Yosys cell counts (6+ instances only) --
cell type,number
a221oi_1,9
mux4_2,60
nor2b_1,12
o31ai_1,7
o21ai_0,42
a22oi_1,8
fa_1,31
nand3_1,6
o211ai_1,9
buf_2,26
nor3_1,11
a32oi_1,19
buf_4,6
xnor2_1,32
nand2_1,68
inv_1,62
nand2b_1,13
o22ai_1,32
mux2_2,24
buf_1,8
a211oi_1,8
a21oi_1,23
nor2_1,38
ha_1,65
clkbuf_1,36
a31oi_1,12
mux2i_1,64
-- how the worst max path moves through the flow --
stage                from            end  slack, ns  cells past startpoint
finish        i_alu_op[3]  o_alu_data[0]       0.54                     42
CTS           i_alu_op[3]  o_alu_data[0]       0.03                     42
global route  i_alu_op[3]  o_alu_data[0]       0.04                     42
-- area by class of cell --
class                      instances  share of cell area, %
tap                              180                  2.712
inverter                          67                  3.028
timing repair buffer             137                  15.13
multi-input combinational        684                  79.13
Power figures rest on the tool's default switching activity, not on a simulated workload.
