--- run.sh ---
#!/bin/bash
# OpenROAD 26Q1-2900-gdf79404cd8, Yosys 0.63+post, stock flow scripts
make -C /OpenROAD-flow-scripts/flow DESIGN_CONFIG=/design/flow/config.mk WORK_HOME=/design/flow/orfs finish
--- config.mk ---
export PLATFORM = sky130hd
export DESIGN_NAME = prefetch_buffer
export DESIGN_NICKNAME = prefetch_buffer
export VERILOG_FILES = /design/flow/design.v
export SDC_FILE = /design/flow/constraint.sdc
export NUM_CORES = 4
export LEC_CHECK = 1
export CORE_UTILIZATION = 30
--- constraint.sdc ---
current_design prefetch_buffer

set clk_period 6.3
set clk_io_pct 0.2

create_clock -name clk0 -period $clk_period [get_ports {clk}]

set non_clock_inputs [all_inputs -no_clocks]
set_input_delay [expr $clk_period * $clk_io_pct] -clock clk0 $non_clock_inputs
set_output_delay [expr $clk_period * $clk_io_pct] -clock clk0 [all_outputs]
--- design.v ---
module SimpleFIFO #(
    parameter DATA_WIDTH = 32,
    parameter DEPTH      = 2
) (
    input  logic                 clk,
    input  logic                 reset,
    input  logic                 purge,     
    input  logic                 wr_en,
    input  logic                 rd_en,
    input  logic [DATA_WIDTH-1:0] din,
    output logic [DATA_WIDTH-1:0] dout,
    output logic                 full,
    output logic                 empty
);
    localparam PTR_WIDTH = $clog2(DEPTH);
    logic [DATA_WIDTH-1:0] mem [0:DEPTH-1];
    logic [PTR_WIDTH-1:0]  wr_ptr, rd_ptr;
    logic [PTR_WIDTH:0]    count;
    always_ff @(posedge clk or posedge reset) begin
        if (reset) begin
            wr_ptr <= '0;
            rd_ptr <= '0;
            count  <= '0;
        end else if (purge) begin
            wr_ptr <= '0;
            rd_ptr <= '0;
            count  <= '0;
        end else begin
            if (wr_en && !full) begin
                mem[wr_ptr] <= din;
                wr_ptr <= wr_ptr + 1;
            end
            if (rd_en && !empty) begin
                rd_ptr <= rd_ptr + 1;
            end
            count <= count + (wr_en && !full ? 1 : 0) - (rd_en && !empty ? 1 : 0);
        end
    end
    assign dout = mem[rd_ptr];
    assign full  = (count == DEPTH);
    assign empty = (count == 0);
endmodule
module prefetch_buffer #(
    parameter ADDR_WIDTH = 32,
    parameter DATA_WIDTH = 32,
    parameter DEPTH      = 4
) (
    input  logic                   clk,
    input  logic                   reset,
    input  logic [ADDR_WIDTH-1:0]  pc_current,
    input  logic                   pc_stall,
    input  logic                   branch_flush,
    input  logic [ADDR_WIDTH-1:0]  branch_target,
    output logic [ADDR_WIDTH-1:0]  sram_addr,
    output logic                   sram_req,
    input  logic                   sram_valid,
    input  logic [DATA_WIDTH-1:0]  sram_data,
    output logic [DATA_WIDTH-1:0]  inst_out,
    output logic                   inst_valid
);
    typedef enum logic [1:0] {START, PREFILL, STEADY, FLUSH } state_t;
    state_t state, next_state;
    logic [ADDR_WIDTH-1:0] next_addr;
    logic fifo_full, fifo_empty;
    logic fifo_wr_en, fifo_rd_en;
    SimpleFIFO #(
        .DATA_WIDTH(DATA_WIDTH),
        .DEPTH(DEPTH)
    ) fifo_inst (
        .clk   (clk),
        .reset (reset),
        .purge (branch_flush),
        .wr_en (fifo_wr_en),
        .rd_en (fifo_rd_en),
        .din   (sram_data),
        .dout  (inst_out),
        .full  (fifo_full),
        .empty (fifo_empty)
    );
    always_ff @(posedge clk or posedge reset) begin
        if (reset) begin
            state     <= PREFILL;
            next_addr <= 0;
        end else begin
            state <= next_state;
            if (branch_flush) begin
                next_addr <= branch_target;
            end else if (sram_req) begin
                next_addr <= next_addr + 4;
            end
        end
    end
    assign sram_req     = (state == PREFILL) ? (pre_fill_counter <= DEPTH-1) : ((state == STEADY) && !fifo_full);
    assign sram_addr    = next_addr;
    assign inst_valid   = (state == STEADY);
    assign fifo_rd_en   = (state == STEADY) && !fifo_empty && !pc_stall;   
    assign fifo_wr_en   =  (state == PREFILL) ?  pre_fill_counter>=1 : ((state == STEADY) && !fifo_full); 
    logic [2:0] pre_fill_counter; 
    always_ff @(posedge clk or posedge reset) begin
        if (reset) begin
            pre_fill_counter <= 0;
        end 
        else if (state == PREFILL) begin
            pre_fill_counter <= pre_fill_counter + 1;
        end 
        else begin
            pre_fill_counter <= 0;
        end
    end
    always_comb begin
        next_state   = state;
        case (state)
            START: begin
                next_state = PREFILL;
            end
            PREFILL: begin
                if (pre_fill_counter == DEPTH-1) begin
                    next_state = STEADY;
                end
            end
            STEADY: begin
                if (branch_flush) begin
                    next_state = FLUSH;
                end
            end
            FLUSH: begin
                next_state = PREFILL;
            end
            default: next_state = PREFILL;
        endcase
    end
endmodule
==> Changelog: implementation <==
### Implementation results

* Status: finished clean
* Layout area overhead at 31.6%
* Cell taking the most area after synthesis: edfxtp_1
* Max Cap Viol at 0
* Clock Sinks at around 170
* Yosys cell count at about 530
* Core Area at ~24,000 um^2
* Initial antenna violation count at 3
* Worst Setup Start Kind: register
* Max transition margin at approximately 49%
* Final setup viols at 0
* Post-CTS Hold Buffers at 0
* Cts repair resizes at 0
* Final instance area at 9770 um^2
* Critical path startpoint: fifo_inst.rd_ptr[0]
* Flop2flop setup slack at 3810 ps
* Cell area leaders: edfxtp_1, dfrtp_1, mux2i_1
* Width of the die at about 160 um
* Syn_area_per_cell at 14.0 um^2
* Share of post-route cells with drive strength above 1 at 8.82%
* H-tree depth at 4
* CTS tree: yes
* Hpwl dp at 10.0 mm
* Tightest Pin Transition at 763 ps
* Detailed Route WL at ~17 mm
* Mapped cell area at 7420 um^2
* Hold crit path type: register to register
* First-pass GRT wire length at 27.0 mm
* Core Util at FP at 30.5%
* Synth Register Bits at 173
* Post-Route Skew at 11.8 ps
* IO Count at roughly 170
* Critical path peak fanout at 19
* Vias in the first global route at 4,951
* Final hold vios at 0
* Overall routing resource usage at 14.3%
* RSZ-0062 raised after global routing: no
* RePlAce Congestion at 0.803
* Area leader share at roughly half
* Fin Setup TNS at 0 ps
* Slew Limit Fails at 0
* Placed Area at 9120 um^2
* Setup Crit Path Kind: register to output pin
* Min Tclk post-route at 4150 ps
* Rows at 57
* Hold Path Stages at 1
* CTS root buf: clkbuf_16
* Synth async-reset ratio at between 20% and 30%
* CTS Buf Count at 17
* Worst-path clk slew at around 80 ps
* Vias per cell at 4.75
* Critical path arrival at about 2900 ps
* PD cells at 302 nW/um^2
* Required @ worst endpoint at 5040 ps
* Die Ht at between 150 and 200 um
* Warning total across the stage logs at around 65
* R2R Path Start: state[0]
* Die area at 25,400 um^2
* Distinct lib cells at 49
* First-pass DRT Iterations at 6
* Post-synth EDFFs at 128
* Setup Fix Bufs, Post-CTS at 0
* Remaining Overflow, GRT at 0
* Peak VDD IR at 0.000161 V
* Leakage at 3.69 nW
* # DRC at 0
* Yosys Chip Area at 7420 um^2
* Dominant Register Cell: edfxtp_1
* CTS Buffer Depth at 2
* CP Capture Type: output pin
* FF-to-FF path depth at 5
* Largest net degree at the start of global routing at 71
* IO Port Bufs at 133
* Part of the Yosys area used for sequential elements at 67.0%
* Hold Path Origin: state[2]
* ANT nets after route at 0
* Period utilization at about 66%
* Starting DRC count in detailed routing at 350
* Clk latency late pin at 430 ps
* Synth warnings at 3
* Syn Inst Count at 532
* Vias at 4,772
* Max Fclk at 241 MHz
* Drt wl/cell at about 17 um
sequential cells by signal (all words and copies together), names as in the netlist:
signal	flops
fifo_inst.rd_ptr	2
next_addr	32
fifo_inst.mem	128
pre_fill_counter	3
state	3
fifo_inst.wr_ptr	2
fifo_inst.count	3
per-layer routing:
metal / wire, um / global-route usage (%)
met3: 2030 / 7.81
met1: 7300 / 20.4
met2: 7240 / 20.8
met5: 25 / 0
met4: 104 / 1.01
where the power goes:
part / total [mW] / switching (mW) / internal, mW
clock network: 1.12 / 0.502 / 0.616
logic: 0.442 / 0.206 / 0.236
registers: 1.39 / 0.0678 / 1.32
cells by family (layout without fill, tap and decap cells):
| logic type | after synthesis | in the layout | synth area share (%) |
|---|---|---|---|
| multiplexers | 40 | 40 | 5.44 |
| XOR/XNOR | 18 | 18 | 2.12 |
| other | 0 | 1 | 0 |
| AND-OR/OR-AND | 87 | 87 | 10.4 |
| flip-flops | 173 | 173 | 67.0 |
| buffers and inverters | 80 | 228 | 4.33 |
| adder cells (fa/ha/maj) | 15 | 15 | 2.63 |
| AND/OR/NAND/NOR | 119 | 119 | 8.12 |
path summary, 6_finish.rpt:
kind,end
setup / recovery,inst_out[6]
hold / removal,state[0]
setup reg to reg,fifo_inst.mem[0][19]
hold reg to reg,state[0]
max in group asynchronous,next_addr[30]
min in group asynchronous,state[1]
cell type report:
type | count | area (um^2)
Antenna cell | 1 | 2.50
Clock inverter | 15 | 220
Tap cell | 324 | 405
Timing Repair Buffer | 145 | 1420
Fill cell | 2222 | 14600
Inverter | 51 | 191
Clock buffer | 17 | 425
Multi-Input combinational cell | 279 | 2130
Sequential cell | 173 | 4970
synth_stat cells, types with 2 or more instances:
master and number:
a2111oi_2 3, and2_1 5, xnor2_1 16, clkbuf_1 20, inv_1 51, nor3b_1 4
o21ai_1 2, buf_6 2, and4_1 3, a311o_1 2, o21ai_0 14, buf_1 4
a21oi_1 4, dfrtp_1 44, a2111oi_4 2, a221o_1 3, ha_1 14, buf_2 2
nand3_1 12, a31oi_1 3, o31ai_1 2, nand4_1 10, o211ai_1 2, mux2_2 3
nand2_1 41, mux2i_1 37, a222oi_1 32, and3_1 7, nor2_1 18, a211oi_1 6
edfxtp_1 128, xor2_1 2, or4_1 3, a22oi_1 2, nor3_1 7, nor2b_1 6
or3_1 2, a211o_1 3
critical path, cell delays in order (launching register included):
cell             delay, ps
dfrtp_1                430
inv_1                  100
ha_1                   640
buf_4                  390
a222oi_1               140
mux2i_1                260
clkdlybuf4s50_1        510
stage by stage:
step / std cells / power, mW / setup slack (ps) / hold WS, ps / utilization [%]
6_report: 1005 / 2.95 / 2150 / 436 / 40.2
5_1_grt: 1004 / 3.10 / 2000 / 473 / 40.1
4_1_cts: 1004 / 2.99 / 2100 / 439 / 40.1
3_5_place_dp: 972 / 1.86 / 2600 / 420 / 37.5
3_3_place_gp: 972 / 1.86 / 2610 / 412 / 37.5
2_1_floorplan: 532 / 1.63 / 2550 / 405 / -
cells in the final DEF, fill, tap and decap left out, types with 12 or more instances in the layout:
master           Yosys  layout
nand3_1             12      12
clkdlybuf4s50_1      0     132
edfxtp_1           128     128
a222oi_1            32      32
clkbuf_16            0      17
dfrtp_1             44      44
xnor2_1             16      16
inv_1               51      50
buf_4                1      12
ha_1                14      13
nand2_1             41      41
mux2i_1             37      37
nor2_1              18      18
o21ai_0             14      14
Power and IR drop assume default switching activity.
